--- ./config.mk ---
export PLATFORM = sky130hd
export DESIGN_NAME = data_mem
export DESIGN_NICKNAME = data_mem
export VERILOG_FILES = /design/flow/design.v
export SDC_FILE = /design/flow/constraint.sdc
export NUM_CORES = 4
export LEC_CHECK = 1
export CORE_UTILIZATION = 40
--- ./constraint.sdc ---
current_design data_mem

set clk_period 24.6
set clk_io_pct 0.2

create_clock -name clk0 -period $clk_period [get_ports {clk}]

set non_clock_inputs [all_inputs -no_clocks]
set_input_delay [expr $clk_period * $clk_io_pct] -clock clk0 $non_clock_inputs
set_output_delay [expr $clk_period * $clk_io_pct] -clock clk0 [all_outputs]
--- ./design.v ---
module data_mem #(parameter DATA_WIDTH = 32, ADDR_WIDTH = 32, MEM_SIZE = 64) (
    input    clk, wr_en,
    input    [2:0] funct3,        
    input    [ADDR_WIDTH-1:0] wr_addr, wr_data,
    output reg [DATA_WIDTH-1:0] rd_data_mem
);
reg [DATA_WIDTH-1:0] data_ram [0:MEM_SIZE-1];
wire [ADDR_WIDTH-1:0] word_addr = wr_addr[DATA_WIDTH-1:2] % 64;
always @(posedge clk) begin
    if (wr_en) begin
        case (funct3)
            3'b000: begin  
                case (wr_addr[1:0])
                    2'b00: data_ram[word_addr][ 7: 0] = wr_data[7:0];
                    2'b01: data_ram[word_addr][15: 8] = wr_data[7:0];
                    2'b10: data_ram[word_addr][23:16] = wr_data[7:0];
                    2'b11: data_ram[word_addr][31:24] = wr_data[7:0];
                endcase
            end
            3'b001: begin  
                case (wr_addr[1:0])
                    2'b00: data_ram[word_addr][15: 0] = wr_data[15:0];
                    2'b10: data_ram[word_addr][31:16] = wr_data[15:0];  
                endcase
            end
            3'b010: data_ram[word_addr] = wr_data;  
        endcase
    end    
end
always @(*) begin
    case (funct3)
        3'b000: begin  
            case (wr_addr[1:0]) 
                2'b00: rd_data_mem = {{24{data_ram[word_addr][ 7]}}, data_ram[word_addr][ 7: 0]}; 
                2'b01: rd_data_mem = {{24{data_ram[word_addr][15]}}, data_ram[word_addr][15: 8]};
                2'b10: rd_data_mem = {{24{data_ram[word_addr][23]}}, data_ram[word_addr][23:16]};
                2'b11: rd_data_mem = {{24{data_ram[word_addr][31]}}, data_ram[word_addr][31:24]};
            endcase    
        end
        3'b001: begin  
            case (wr_addr[1:0])
                2'b00: rd_data_mem = {{16{data_ram[word_addr][15]}}, data_ram[word_addr][15: 0]};  
                2'b10: rd_data_mem = {{16{data_ram[word_addr][31]}}, data_ram[word_addr][31:16]};  
            endcase    
        end
        3'b010: rd_data_mem = data_ram[word_addr];  
        3'b100: begin  
            case (wr_addr[1:0])
                2'b00: rd_data_mem = {24'b0, data_ram[word_addr][ 7: 0]};
                2'b01: rd_data_mem = {24'b0, data_ram[word_addr][15: 8]};
                2'b10: rd_data_mem = {24'b0, data_ram[word_addr][23:16]};
                2'b11: rd_data_mem = {24'b0, data_ram[word_addr][31:24]};
            endcase    
        end
        3'b101: begin  
            case (wr_addr[1:0])
                2'b00: rd_data_mem = {16'b0, data_ram[word_addr][15: 0]};   
                2'b10: rd_data_mem = {16'b0, data_ram[word_addr][31:16]};   
            endcase    
        end
    endcase
end
endmodule
--- ./run.sh ---
#!/bin/bash
# OpenROAD 26Q1-2900-gdf79404cd8, Yosys 0.63+post, stock flow scripts
make -C /OpenROAD-flow-scripts/flow DESIGN_CONFIG=/design/flow/config.mk WORK_HOME=/design/flow/orfs finish
==> results.txt <==
run metrics: status complete, no violations, ys flops 2,080, crit path from wr_addr[3], WL/cell 34.8 um, fill cell count 16,800, register pins left without a clock 32, H-tree Lvls 4, P_int 5.52 mW, clock group share of total power 39.8%, WHS Path Cells 2, share of layout cells above drive strength 1 17.4%, startpoint types input port, Slew headroom 2.03%, Placed Area 0.0860 mm2, Arr. time, crit path 10.11 ns, Yosys Chip Area 0.0808 mm2, crit path time final 9.66 ns, die y size 451 um, vias per inst 6.10, PostCTS Resize Cnt 0, EDFF count, synth 2,048, Slew Viols, Final 0, sequential standard cell area 0.0620 mm2, worst hold margin 4.68 ns, switching portion of total power 22.3%, number of I/O port buffers 76, crit path kind input port to flip-flop, RSZ-0062 raised after global routing no, max cap viols 0, CP endpoint data_ram[18][22], gr ovfl total 0, top cell type's share of synthesized area 76.1%, Worst-path clk slew 0.06 ns, endpoints left unconstrained 64, net switching power 1.59 mW, non-filler instance count after layout 7,815, Setup Viol. Count Final 0, vias in the first global route 49,300, Row Count 164, peak supply drop 0.0773 mV, clk buf depth 3, Setup crit end kind flip-flop, die area 0.204 mm2, Pleak 26.2 nW, Slew @ Worst Pin 1.46 ns, Warnings, synthesis 1, 1st-iter DRT viols 3,917, area leader, netlist edfxtp_1, Num CTS Buffers 201, DRT Pass-1 Iters 6, die width 451 um, Hold Fails Final Rpt 0, aggregate global-route resource usage 29.2%, Setup Fix Bufs, Post-CTS 0, Achievable Freq 104 MHz, Power, Total 7.11 mW, routed vias 47,700, initial antenna violation count 15, final instance area 0.0920 mm2, Detail Route Antenna Nets 0, DRC 0, Mapped Area 0.0808 mm2, pin count of the biggest net entering global routing 69, Largest cells by area edfxtp_1 (76%), a22oi_1 (3.4%), mux4_2 (2.3%), CP Max Fanout 65, Post-CTS Hold Buffers 0, GPL Wtd Cong 0.968, total negative setup slack 0 ns, fin crit share 39.3%, CTS tree yes, MI comb area 0.0172 mm2, Clk Tree Root Cell clkbuf_16, core footprint 0.200 mm2, FP Util 40.3%, Detailed Place HPWL 166,000 um, Inst Count DP 7,447, cells after synthesis 4,719, Dominant flop cell edfxtp_1, IO Pins 101, Sequential Power Share 53.9%, Comb power frac 6.3%, pwr dens 77.3 mW/mm2, P&R area growth vs syn 13.8%, ys cells 4,719, worst hold path type input port to flip-flop, first-pass GRT wire length 378,000 um, Cell variety after synth 83, tool warnings 50, Worst EP required 25.05 ns, async set-reset flop share out of synthesis 0%, drt total wl 272,000 um, Mapped Avg Cell Area 17.1 um2
## Yosys cell counts (19+ instances only)
library cell,number
a211oi_1,23
a21oi_1,84
a221o_1,38
a221oi_1,167
a222oi_1,19
a22o_1,35
a22oi_1,367
a31oi_1,50
and4_1,24
buf_1,36
buf_2,138
buf_4,29
buf_6,19
clkbuf_1,127
dlxtn_1,32
edfxtp_1,2048
inv_1,36
mux2_2,119
mux2i_1,141
mux4_2,83
nand2_1,219
nand2b_1,38
nand3_1,37
nand4_1,64
nor2_1,300
nor3_1,20
o211ai_1,30
o21ai_0,63
o22a_1,24
o22ai_1,48
o32ai_1,21
## cells by family after synthesis
family	Yosys count	share of synthesized area, %
flip-flops	2048	76.1
AND-OR/OR-AND	1080	10.2
AND/OR/NAND/NOR	822	4.98
buffers and inverters	387	2.32
multiplexers	349	5.81
latches	32	0.595
XOR/XNOR	1	0.0108
## per-stage QoR
stage               worst slack (ns)  utilization (%)
finish                         14.94             45.9
global route                   14.88             45.9
CTS                            15.15             45.9
detailed placement             14.27             42.9
global placement               14.31             42.9
floorplan                      16.32                -
## worst max-delay path, stage by stage
cell and delay [ns]:
buf_8 0.37, buf_4 0.61, buf_4 0.77, nor3b_2 0.33, buf_4 0.58, buf_4 0.65
nand2_1 0.73, nor2_1 0.88
## power by group through the flow
stage | sequential [mW] | combinational (mW) | clock, mW
4_1_cts | 3.83 | 0.432 | 2.86
5_1_grt | 3.83 | 0.461 | 2.99
6_report | 3.83 | 0.445 | 2.83
## how the worst min path moves through the flow
stage | startpoint | endpoint
4_1_cts | wr_data[1] | data_ram[18][1]
5_1_grt | wr_data[1] | data_ram[20][1]
6_report | wr_data[0] | data_ram[51][0]
## flip-flops by register name (all words and copies together) (netlist names)
| signal | cells |
|---|---|
| data_ram | 2048 |
| rd_data_mem | 32 |
## cell type report
type                       count  share of cell area, %
multi-input combinational   2252                   18.7
sequential                  2080                   67.4
tap                         2656                   3.61
timing repair buffer         421                   3.61
antenna                       16                 0.0435
clock inverter                97                  0.627
clock buffer                 255                   5.83
inverter                      38                  0.162
## layer usage
| metal | wire, um | vias to the layer above | GRT usage, % | part of all wire [%] |
|---|---|---|---|---|
| li1 | - | 19900 | - | - |
| met1 | 81100 | 23600 | 31.7 | 30 |
| met5 | 1590 | - | 5.60 | 0.58 |
| met2 | 119000 | 3527 | 40.0 | 44 |
| met3 | 52800 | 661 | 24.4 | 19 |
| met4 | 17400 | 40 | 14.1 | 6.4 |
## layout by cell type, fill, tap and decap left out, types with 49 or more instances in the layout
cell type	count
a21oi_1	76
a221oi_1	167
a22oi_1	367
a31oi_1	50
buf_4	344
clkbuf_16	207
clkdlybuf4s50_1	62
clkinv_1	49
edfxtp_1	2048
mux2_2	119
mux2i_1	141
mux4_2	83
nand2_1	218
nand4_1	64
nor2_1	296
o21ai_0	62
No activity file was given, so power comes from the tool's default toggle rates.
